$ cat ./design.v
module Ram_2Port #(parameter WIDTH = 16, DEPTH = 256)
(
    input i_Write_Clk,
    input [$clog2(DEPTH)-1 : 0] i_Write_Addr,
    input i_Write_DV,
    input [DEPTH-1 : 0] i_Write_Data,
    input i_Read_Clk,
    input [$clog2(DEPTH)-1 : 0] i_Read_Addr,
    input i_Read_En,
    output o_Read_DV,
    output [DEPTH-1 : 0] o_Read_Data
);
    reg [WIDTH-1 : 0] r_ram [DEPTH-1 : 0];
    always @(posedge i_Write_Clk)begin
        if (i_Write_DV)begin
            r_ram[i_Write_Addr] <= i_Write_Data;
        end 
    end
    always @(posedge i_Read_Clk)begin
        o_Read_Data <= r_ram[i_Read_Addr];
        o_Read_DV <= i_Read_En;
    end 
endmodule
$ cat ./run.sh
#!/bin/bash
# OpenROAD 26Q1-2900-gdf79404cd8, Yosys 0.63+post, stock flow scripts
make -C /OpenROAD-flow-scripts/flow DESIGN_CONFIG=/design/flow/config.mk WORK_HOME=/design/flow/orfs finish
$ cat ./config.mk
export PLATFORM = sky130hd
export DESIGN_NAME = Ram_2Port
export DESIGN_NICKNAME = Ram_2Port
export VERILOG_FILES = /design/flow/design.v
export SDC_FILE = /design/flow/constraint.sdc
export NUM_CORES = 4
export LEC_CHECK = 1
export CORE_UTILIZATION = 40
$ cat ./constraint.sdc
current_design Ram_2Port

set clk_period 12.6
set clk_io_pct 0.2

create_clock -name clk0 -period $clk_period [get_ports {i_Read_Clk}]
create_clock -name clk1 -period $clk_period [get_ports {i_Write_Clk}]

set non_clock_inputs [all_inputs -no_clocks]
set_input_delay [expr $clk_period * $clk_io_pct] -clock clk0 $non_clock_inputs
set_output_delay [expr $clk_period * $clk_io_pct] -clock clk0 [all_outputs]
==> results_slide.txt <==
Implementation Results

Cells and area
  – Flop area: 123000 µm²
  – Non-Filler Instances: between 10000 and 15000
  – Layout cells sized above 1: 24.1%
  – Fillers: 32463
  – Combinational Area: 33800 µm²
  – Fin util: a little under half
  – Layout area overhead: 12.9%

Power and ir drop
  – Part of the power in combinational logic: 4.8%
  – Clock share of power: between 40% and 50%
  – Sw frac: 21.1%
  – Peak supply drop: 114 µV
  – Reg power frac: 53.4%
  – Leakage: 57.6 nW
  – Internal Power: 22.3 mW
  – Psw: 5.97 mW
  – P per Cell Area: 156 nW/µm²

Detailed routing
  – DRT Wirelength: 406 mm
  – DR vias: between 70000 and 80000
  – 1st-iter DRT viols: about 5000
  – Final ANT Viol Nets: 0
  – DRT Pass-1 Iters: 7
  – # DRC: 0
  – Drt via density: approximately 5.6
  – Routed WL per cell: about 30 µm

Critical path
  – Critical Path End Type: flip-flop
  – Critical path fanouts, max: 47
  – WP data arrival: between 7 and 8 ns
  – CP startpoint kind: primary input
  – Worst Path Required: approximately 13 ns
  – WS Path Type: primary input to flip-flop

Synth
  – Biggest area cells: edfxtp_1 (77%), mux4_2 (11%), mux2i_1 (3.5%)
  – Yosys cell count: about 7600
  – Top cell area share: 76.6%
  – Flops after synth: between 4000 and 5000
  – Synth mux share: 15.3%
  – Main synth FF type: edfxtp_1
  – Post-synth ARST share: 0%
  – Post-synthesis instance total: approximately 7600
  – Synth cell count leaders: edfxtp_1 (4096), mux4_2 (797), mux2i_1 (565)
  – Post-synthesis compound-gate area fraction: 3.50%
  – Synth warn: 3
  – Most numerous cell in the Yosys netlist: edfxtp_1
  – Sequential cell area fraction in the yosys report: ~77%
  – Cell type with the largest total area: edfxtp_1
  – Yosys xor share: 0%
  – Dominant combinational family: multiplexers
  – Yosys cell types: 53
  – Flip-flops with a built-in enable: just over 4000
  – Syn_area_per_cell: 21.1 µm²
  – Adder Area Share: 0%
  – Simple-Gate Fraction of Synth Area: around 1.6%
  – Yosys stat area: 161000 µm²
  – Syn Std Cell Area: around 160000 µm²

Placed design
  – GP Congestion: around 0.9
  – DP Wirelength: 237 mm
  – Placed cells: ~13000
  – Port bufs: approximately 51

GRT
  – Largest net degree at the start of global routing: around 140
  – GRT Util Overall: roughly 22%
  – Vias in the first global route: 83031
  – Overflow left after global routing: 0
  – Initial antenna violation count: 16
  – First-pass GRT wire length: about 600 mm

Clocking
  – CTS clk-pin slew, worst paths: 0.06 ns
  – Post-CTS Hold Fix Bufs: 0
  – CTS tree: yes
  – Post-CTS Setup Bufs: 0
  – CTS Sinks: between 4000 and 5000
  – Resized cells post-CTS: 0

Floorplanning
  – Die Wd: 636 µm
  – Initial Utilization: about two fifths
  – Total core area: approximately 400000 µm²
  – Die H: 636 µm
  – Full die area: 404000 µm²
  – Num ports: ~530
  – Cell row count: ~230

Timing
  – Setup violations, final: 0
  – Slew Limit Headroom: between 20 and 30%
  – RSZ-0062 raised after global routing: false
  – Worst slew pin tran: between 1 and 1.5 ns
  – Fin. Hold Viols: 0
  – Slew Limit Fails: 0
  – Setup TNS Final: 0 ns

Flow run
  – Max_cap viols: 0
  – Tool warnings: ~290

Outcome
  – Outcome: complete, no violations

Worst hold path
  – Hold WC Path Type: flip-flop to flip-flop
==> final timing paths <==
| check | from | end | slack, ns | cells after the start |
|---|---|---|---|---|
| max in group clk1 | i_Write_Addr[0] | r_ram[47][5] | 7.27 | 7 |
| min in group clk1 | i_Write_Data[13] | r_ram[236][13] | 1.95 | 1 |
| max reg2reg | r_ram[251][4] | o_Read_Data[4] | 8.97 | 6 |
| min | r_ram[192][3] | o_Read_Data[3] | 1.74 | 6 |
| min reg2reg | r_ram[192][3] | o_Read_Data[3] | 1.74 | 6 |
| max | i_Read_Addr[1] | o_Read_Data[14] | 4.97 | 12 |
==> logic make-up (layout without fill, tap and decap cells) <==
kind of cell / Yosys count / after routing
compound gates: 786 / 786
buf+inv: 696 / 1291
flops: 4113 / 4113
mux: 1450 / 1450
other cells: 1 / 250
simple gates: 556 / 556
==> power groups by stage <==
stage,logic [mW],registers (mW),clock network [mW]
final,1.36,15.1,11.8
after global routing,1.46,15.1,12.5
after CTS,1.37,15.1,12.0
==> state kept, by name, summed over array words and instances (netlist names) <==
name,count
o_Read_Data,16
r_ram,4096
o_Read_DV,1
==> placed cells by master (no fill, tap or decap), types with 38 or more instances in the layout <==
cell,n
o22ai_1,148
a21oi_1,175
clkinv_2,79
mux2_2,88
nor2_1,255
nor2_2,49
a22oi_1,43
nand2_1,38
o221ai_1,252
conb_1,240
edfxtp_1,4096
buf_4,471
mux2i_1,565
clkinv_1,88
clkbuf_1,92
clkbuf_16,413
nor3_1,90
mux4_2,797
==> final cells by class <==
cell class | instances | area share (%)
diodes | 10 | 0.0138
clock buffers | 505 | 5.89
clock inverters | 244 | 1.27
inverters | 4 | 0.0152
multi-input cells | 3032 | 18.7
flip-flops and latches | 4113 | 68.0
well taps | 5265 | 3.63
repair buffers | 538 | 2.47
==> through the flow <==
stage | setup slack (ns) | instance area [µm²] | power [mW] | hold slack [ns]
6_report | 4.97 | 181000 | 28.3 | 1.74
5_1_grt | 4.63 | 181000 | 29.1 | 1.87
4_1_cts | 4.93 | 181000 | 28.5 | 1.80
3_5_place_dp | 4.73 | 168000 | 16.8 | 1.05
3_3_place_gp | 4.76 | 168000 | 16.8 | 1.03
2_1_floorplan | 7.92 | 161000 | 16.2 | 0.854
==> critical path, stage by stage <==
cell     delay [ns]
buf_8          0.27
buf_4          0.54
buf_4          0.64
buf_4          0.65
buf_4          0.72
mux4_2         0.43
mux2_2         0.30
a22oi_1        0.71
nand2_1        0.14
o32ai_1        0.33
buf_4          0.24
nor4_1         0.08
==> per-layer routing <==
| metal | track usage (%) | routed length (µm) | vias up | part of all wire, % |
|---|---|---|---|---|
| met1 | 24.6 | 123000 | 38654 | 30 |
| li1 | - | - | 32578 | - |
| met4 | 6.94 | 16500 | 24 | 4.1 |
| met5 | 1.48 | 828 | - | 0.20 |
| met3 | 17.9 | 74400 | 672 | 18 |
| met2 | 32.5 | 191000 | 5025 | 47 |
Power and IR drop assume default switching activity.
