--- design.v ---
module Demux_1_4(
    input i_data,
    input i_select_0,
    input i_select_1,
    output o_data_0,
    output o_data_1,
    output o_data_2,
    output o_data_3
);
    assign o_data_0 = (i_select_0 & i_select_1) ? i_data : 1'b0;
    assign o_data_1 = (!i_select_0 & i_select_1) ? i_data : 1'b0;
    assign o_data_2 = (i_select_0 & !i_select_1) ? i_data : 1'b0;
    assign o_data_3 = (!i_select_0 & !i_select_1) ? i_data : 1'b0;
endmodule
module Demux_LFSR_LED_Top(
    input i_Clk,
    input i_Switch_1,
    input i_Switch_2,
    output o_LED_1,
    output o_LED_2,
    output o_LED_3,
    output o_LED_4
);
    wire w_cycled;
    reg r_toggle = 1'b0;
    LFSR LFSR_inst (
        .i_Clk(i_Clk),
        .o_cycled(w_cycled)
    );
    always @(posedge i_Clk)begin
        if (w_cycled)begin
            r_toggle <= !r_toggle;
        end 
    end
    Demux_1_4 Demux_Inst(
        .i_data(r_toggle),
        .i_select_0(i_Switch_1),
        .i_select_1(i_Switch_2),
        .o_data_0(o_LED_1),
        .o_data_1(o_LED_2),
        .o_data_2(o_LED_3),
        .o_data_3(o_LED_4)
    );
endmodule
module LFSR(
    input i_Clk,
    output o_cycled
);
    reg [22:0] r_LFSR;
    initial begin
        r_LFSR = 23'b1;
    end
    wire w_XNOR;
    always @(posedge i_Clk)begin
        r_LFSR <= {r_LFSR[21:0], w_XNOR};
    end 
    assign w_XNOR = r_LFSR[22] ^ ~r_LFSR[21];
    assign o_cycled = (r_LFSR == 23'b1); 
endmodule
--- run.sh ---
#!/bin/bash
# OpenROAD 26Q1-2900-gdf79404cd8, Yosys 0.63+post, stock flow scripts
make -C /OpenROAD-flow-scripts/flow DESIGN_CONFIG=/design/flow/config.mk WORK_HOME=/design/flow/orfs finish
--- config.mk ---
export PLATFORM = sky130hd
export DESIGN_NAME = Demux_LFSR_LED_Top
export DESIGN_NICKNAME = Demux_LFSR_LED_Top
export VERILOG_FILES = /design/flow/design.v
export SDC_FILE = /design/flow/constraint.sdc
export NUM_CORES = 4
export LEC_CHECK = 1
export CORE_AREA = 10 10 87 87
export DIE_AREA = 0 0 97 97
--- constraint.sdc ---
current_design Demux_LFSR_LED_Top

set clk_period 1.7
set clk_io_pct 0.2

create_clock -name clk0 -period $clk_period [get_ports {i_Clk}]

set non_clock_inputs [all_inputs -no_clocks]
set_input_delay [expr $clk_period * $clk_io_pct] -clock clk0 $non_clock_inputs
set_output_delay [expr $clk_period * $clk_io_pct] -clock clk0 [all_outputs]
==> out/qor.txt <==
Shortest period the worst path allows -> 1.63 ns
Maximum net fanout on the critical path -> 3
Diode insertion count for antenna repair -> 0
Main area contributors after synthesis -> sky130_fd_sc_hd__dfxtp_1 78%, sky130_fd_sc_hd__edfxtp_1 5.1%, sky130_fd_sc_hd__nor4_1 4.3%
Final period util -> 0.957
Number of top-level pins -> 7
Clock Root Buffer -> sky130_fd_sc_hd__clkbuf_8
Buf/Inv on CP -> 1
Internal power contribution -> 778 uW
Fin Hold WS -> 0.342 ns
Number of standard cells after synthesis -> 40
Vias/cell -> 2.52
CTS clk-pin slew, worst paths -> 0.08 ns
Global-route wire length before repair -> 1.56 mm
Req. time, crit path -> 1.36 ns
Max Clock Skew -> 0.00373 ns
Sequential area share after synthesis -> 0.834
Adder and majority gate portion of the synthesized area -> 0
Core footprint -> 0.00564 sq mm
Simple-gate portion of the synthesized area -> 0.145
Post-route DRC violation count -> 0
Xor and xnor fraction of the mapped netlist area -> 0.0149
Most Used Layer, Global Route -> met2
Setup slack at placement -> -0.177 ns
Post-synthesis sequential element count -> 24
Setup slack of the most critical reg-to-reg path -> 0.46 ns
Wirelength per Cell -> 7.74 um
Aggregate routed wire length -> 944 um
Post-Synthesis Cell Area -> 588 sq um
Area share, top type -> 0.783
Final-report setup violation count -> 0
DR iter-0 viols -> 14
Maximum ir drop on the vdd rail -> 0.000657 V
Rows -> 27
Power density relative to cell area -> 1160 mW/mm^2
Post-route cell area -> 805 sq um
Clock latency on the worst-skew pair -> 0.25 ns
Yosys aoi share -> 0
Count of warning messages emitted by the tools -> 25
Dominant combinational family -> simple AND/OR/NAND/NOR gates
Type of the tightest min-delay check -> reg2reg
Clock tree from TritonCTS -> done
Worst Setup End Kind -> primary output
Post-CTS setup buffer count -> 0
Maximum level of the CTS H-tree -> 1
TritonCTS Buffers -> 3
Post-layout total power -> 936 uW
Count of max-cap constraint violations -> 0
Post-DRT Antenna Nets -> 0
Die height -> 97 um
Final weighted congestion of routability-driven global placement -> 0.627
Part of the power in the clock network -> 0.386
Horizontal die size -> 97 um
GR Layer Usage met2 -> 0.0332
Mux share -> 0
Count of port buffers added during placement -> 6
Switching share of total power -> 0.169
Most frequent cells in the layout -> 23 x sky130_fd_sc_hd__dfxtp_1, 4 x sky130_fd_sc_hd__nor4_1, 4 x sky130_fd_sc_hd__clkbuf_8
Sequential Power Share -> 0.603
Met1 GRT Util -> 0.0245
Final Max-Slew Violation Tally -> 0
Unrepaired setup endpoints after global routing -> no
Number of cell instances after yosys synthesis -> 40
Family of cells with the greatest summed delay on the critical path -> flip-flops
Switching power total -> 159 uW
Arrival time at the worst endpoint -> 1.29 ns
Average size of a mapped cell -> 14.7 sq um
Area after detailed placement -> 738 sq um
Most common library cell in the layout ignoring fill and taps -> sky130_fd_sc_hd__dfxtp_1
Slew headroom -> 0.798
Via count of the first global-routing pass -> 318
Overall via count from detail_route -> 307
First-pass iteration count of the detailed router -> 3
Cell at the slowest stage of the critical path -> sky130_fd_sc_hd__edfxtp_1
Area leader, netlist -> sky130_fd_sc_hd__dfxtp_1
Number of antenna violations at the first check in global routing -> 0
Fraction of final layout cells sized beyond drive strength 1 -> 0.160
Slew of the pin with the lowest slew margin -> 0.300 ns
Initial cell density of the core -> 0.104
Comb pwr share -> 0.011
Final Hold Viols -> 0
Post-detailed-placement half-perimeter wirelength -> 690 um
Largest stage delay on the critical path -> 0.42 ns
Result of the run -> complete, no violations
Yosys synthesis warning count -> 2
Yosys stat chip area -> 588 sq um
Number of clock sinks -> 24
Category of the worst setup path launch point -> flip-flop
Post-route setup slack -> 0.0733 ns
Global router's overall resource usage -> 0.0204
Layout area overhead -> 36.8%
Die Footprint -> 0.00941 sq mm
Leakage power summed over all cells -> 0.312 nW
Clock tree buffer depth -> 2
Number of different library cells in the post-synthesis netlist -> 12
Max frequency -> 0.615 GHz
Pin count of the biggest net entering global routing -> 14
Critical path, cell by cell -> and3_1 -> clkdlybuf4s50_1
Overflow left after global routing -> 0
Setup CP Type -> reg2out
Met3 usage -> 0.0115
-- cell families after synthesis --
kind of cell | Yosys count
simple gates | 14
xor+xnor | 1
flops | 24
buf+inv | 1
-- flip-flops by register name, indices dropped and copies added, names as in the netlist --
name              flops
LFSR_inst.r_LFSR     23
r_toggle              1
-- power by group through the flow --
stage | Combinational, mW | Sequential, mW | Clock [mW]
6_report | 0.0104 | 0.565 | 0.361
5_1_grt | 0.0114 | 0.565 | 0.396
4_1_cts | 0.0112 | 0.565 | 0.368
-- cells in the mapped netlist --
| cell | number |
|---|---|
| sky130_fd_sc_hd__xnor2_1 | 1 |
| sky130_fd_sc_hd__nor2_1 | 2 |
| sky130_fd_sc_hd__edfxtp_1 | 1 |
| sky130_fd_sc_hd__nor3b_1 | 1 |
| sky130_fd_sc_hd__dfxtp_1 | 23 |
| sky130_fd_sc_hd__nand2_1 | 2 |
| sky130_fd_sc_hd__and3_1 | 1 |
| sky130_fd_sc_hd__nand4_1 | 1 |
| sky130_fd_sc_hd__nor4b_2 | 1 |
| sky130_fd_sc_hd__nor3_1 | 2 |
| sky130_fd_sc_hd__nor4_1 | 4 |
| sky130_fd_sc_hd__inv_1 | 1 |
-- layout make-up --
cell class / instances / area, sq um
clock buffers: 4 / 55.1
fillers: 620 / 4840
inverters: 1 / 3.75
multi-input cells: 15 / 104
flip-flops and latches: 24 / 490
well taps: 72 / 90.1
repair buffers: 6 / 61.3
-- layer usage --
metal  part of all wire  vias to the layer above
met5                  0                        -
met4                  0                        0
met3              0.059                        0
met2               0.45                        4
met1               0.49                      146
li1                   -                      157
-- repair_timing --
| item | CTS | global route |
|---|---|---|
| pin swaps | 0 | 2 |
| resized | 6 | 2 |
| hold buffers | 0 | 0 |
| setup endpoints to repair | 4 | 3 |
-- through the flow --
step | utilization | cells | setup TNS [ns]
after detailed placement | 0.131 | 118 | -0.640
final | 0.143 | 122 | 0
after global routing | 0.143 | 122 | 0
after CTS | 0.142 | 122 | 0
after floorplan | - | 40 | 0
after global placement | 0.131 | 118 | -0.597
-- worst paths after layout --
kind,start,endpoint,depth (start not counted)
worst max-delay path,r_toggle$_DFFE_PN_,o_LED_1,2
worst max register to register,LFSR_inst.r_LFSR[16]$_DFF_P_,r_toggle$_DFFE_PN_,3
worst min register to register,LFSR_inst.r_LFSR[0]$_DFF_P_,LFSR_inst.r_LFSR[1]$_DFF_P_,0
worst min-delay path,LFSR_inst.r_LFSR[0]$_DFF_P_,LFSR_inst.r_LFSR[1]$_DFF_P_,0
Power figures rest on the tool's default switching activity, not on a simulated workload.
